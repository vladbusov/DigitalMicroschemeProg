<file path="flow/config.mk">
export PLATFORM = sky130hd
export DESIGN_NAME = spi_slave
export DESIGN_NICKNAME = spi_slave
export VERILOG_FILES = /design/flow/design.v
export SDC_FILE = /design/flow/constraint.sdc
export NUM_CORES = 4
export LEC_CHECK = 1
export CORE_UTILIZATION = 30
</file>
<file path="flow/constraint.sdc">
current_design spi_slave

set clk_period 2.0
set clk_io_pct 0.2

create_clock -name clk0 -period $clk_period [get_ports {sck}]

set non_clock_inputs [all_inputs -no_clocks]
set_input_delay [expr $clk_period * $clk_io_pct] -clock clk0 $non_clock_inputs
set_output_delay [expr $clk_period * $clk_io_pct] -clock clk0 [all_outputs]
</file>
<file path="flow/design.v">
`timescale 1ns / 1ps
module spi_master(rstb, clk, mlb, start, tdat, cdiv, din, ss, sck,
				dout, done, rdata);
input rstb, clk, mlb, start;
input [7:0] tdat;
input [1:0] cdiv;
input din;
output reg ss;
output reg sck;
output reg dout;
output reg done;
output reg [7:0] rdata;
parameter idle=2'b00;
parameter send=2'b10;
parameter finish=2'b11;
reg [1:0] cur,nxt;
reg [7:0] treg,rreg;
reg [3:0] nbit;
reg [4:0] mid, cnt;
reg shift,clr;
always @(start or cur or nbit or cdiv or rreg)
begin
	nxt=cur;
	clr=0;
	shift=0;
	ss=0;
	case (cur)
		idle:begin
			if (start == 1)
				begin
					case (cdiv)
						2'b00: mid=2;
						2'b01: mid=4;
						2'b10: mid=8;
						2'b11: mid=16;
					endcase
					shift=1;
					done=1'b0;
					nxt=send;
				end
		end
		send:begin
			ss=0;
			if(nbit!=8)
				begin shift=1; end
			else
				begin
					rdata=rreg;
					done=1'b1;
					nxt=finish;
				end
		end
		finish:begin
			shift=0;
			ss=1;
			clr=1;
			nxt=idle;
		end
		default: nxt=finish;
	endcase
end
always@(negedge clk or negedge rstb)
begin
	if (rstb==0)
		cur<=finish;
	else
		cur<=nxt;
end
always@(negedge clk or posedge clr)
begin
	if (clr==1)
		begin
			cnt=0;
			sck=1;
		end
	else
		begin
			if (shift==1)
				begin
					cnt=cnt+1;
					if (cnt==mid)
						begin
							sck=~sck;
							cnt=0;
						end
				end
		end
end	
always@(posedge sck or posedge clr)
begin
	if (clr==1)
		begin
			nbit=0;
			rreg=8'hFF;
		end
	else
		begin
			if(mlb==0)
				begin rreg={din,rreg[7:1]}; end
			else
				begin rreg={rreg[6:0],din}; end
			nbit=nbit+1;
		end
end
always@(negedge sck or posedge clr)
begin
	if(clr==1)
		begin
			treg=8'hFF;
			dout=1;
		end
	else
		begin
			if (nbit==0)
				begin 
					treg=tdat;
					dout=mlb ? treg[7] : treg[0];
				end
			else
				begin
					if(mlb==0)
						begin
							treg={1'b1,treg[7:1]};
							dout=treg[0];
						end
					else
						begin
							treg={treg[6:0],1'b1};
							dout=treg[7];
						end
				end
		end	
end
endmodule
module spi_slave(rstb, ten, tdata, mlb, ss, sck, sdin,
				sdout, done, rdata);
input rstb,ss,sck,sdin,ten,mlb;
input [7:0] tdata;
output sdout;
output reg done;
output reg [7:0] rdata;
reg [7:0] treg,rreg;
reg [3:0] nb;
wire sout;
assign sout=mlb ? treg[7] : treg[0];
assign sdout=( (!ss) && ten )?sout:1'bz;
always @(posedge sck or negedge rstb)
begin
	if (rstb==0)
		begin
			rreg = 8'h00;
			rdata = 8'h00;
			done = 0;
			nb = 0;
		end
	else if (!ss)
		begin
	if (mlb==0)
		begin rreg ={sdin,rreg[7:1]}; end
	else
		begin rreg ={rreg[6:0],sdin}; end
			nb=nb+1;
			if(nb!=8) done=0;
			else begin rdata=rreg; done=1; nb=0; end
		end
end
always @(negedge sck or negedge rstb)
begin
	if (rstb==0)
		begin treg = 8'hFF; end
	else
		begin
			if(!ss)
				begin
					if (nb==0)
						treg=tdata;
					else
						begin
							if(mlb==0)
								begin treg = {1'b1,treg[7:1]}; end
							else
								begin treg = {treg[6:0],1'b1}; end
						end
				end
		end
end 
endmodule
</file>
<file path="flow/run.sh">
#!/bin/bash
# OpenROAD 26Q1-2900-gdf79404cd8, Yosys 0.63+post, stock flow scripts
make -C /OpenROAD-flow-scripts/flow DESIGN_CONFIG=/design/flow/config.mk WORK_HOME=/design/flow/orfs finish
</file>
==> out/writeup.txt <==
Global routing used 12.41% of the available tracks across all layers. The clock-pin slew reported for the worst setup and hold paths after clock tree synthesis was 0.06 ns. Per the OpenROAD floorplan log, the height of the die is 71.11 um. The biggest area consumer among synthesized cells is sky130_fd_sc_hd__dfrtp_1. The critical-path maximum fanout was 2. The number of stages on the worst hold path is 1, and the total wire length after detailed routing is 2782 um. After synthesis, the chip area reported by Yosys is 0.001433 sq mm. The final timing report lists a hold violation count of 0. The final worst slack is -0.4538 ns. The number of cell rows was 24. The leakage component of the power was reported as 0.8850 nW.

TritonCTS built the clock tree. With the number of buffers created by CTS at 5, the worst hold margin is 0.4834 ns. Entering global routing, the biggest net connects 22 pins. The tool flagged a number of max-cap violations equal to 0. Looking at the reg2reg group, the worst path ends at treg[4]. A synthesized cell averages 11.94 sq um.

The first global-routing pass estimated 4905 um of wire. The run gives 0 as the count of antenna diodes in the layout. The data required time of the worst path is 1.60 ns, and the worst clock skew is 0.06053 ns. Summing over the stages, the warning tally comes to 38.

Counting the warning lines in the Yosys log gives 2. Yosys stat counts 120 cells in the synthesized netlist. The HPWL after detailed placement is 1893 um, and the layout-stage area growth over the synthesis result is 44.19%. The worst-case vdd ir drop came out at 0.0006941 V. By area the synthesized netlist is led by sky130_fd_sc_hd__dfrtp_1 37%, sky130_fd_sc_hd__mux2_2 20%, sky130_fd_sc_hd__dfstp_2 15%, sky130_fd_sc_hd__o31ai_1 4.2%, sky130_fd_sc_hd__a211oi_1 3.1%. The run gives -0.28 ns for the worst setup slack for register-to-register paths.

During I/O placement, the number of pins put on the boundary was 24. In the Yosys report, the sequential cells make up 51.35% of the chip area. The total power divided by cell area is 1237 mW/mm^2, and the initial antenna violation count is 0.

Once the floorplan was initialized, standard cells occupied 32.02% of the core. Per the post-synthesis report, the number of cells in the design is 120. The depth of the most critical reg-to-reg path is 5. The final route contains 1060 vias. For the worst slew margin relative to its limit, the log shows 80.93%. The global route total overflow was 0.

With the area of the die at 0.005056 sq mm, the die outline width is 71.11 um. The clock sink count is 29. STA classifies the critical path endpoint as an output port. The run gives 9 for the total of endpoints with negative setup slack in the final report. In the final layout, the fill cell count is 371. The pin closest to its max-slew limit shows a slew of 0.2823 ns. The logs give 0 for the antenna violation net count after detailed routing and 0 for the post-cts hold buffer count. Endpoint arrival time on the critical path: 2.05 ns. Note that the worst hold path type here is flop to flop. The via-per-instance ratio is 4.840, and the number of global-route vias before repair is 1117. In this run the clock root is driven by a sky130_fd_sc_hd__clkbuf_8.

The run finished, with violations left. The routed length per placed instance was 12.70 um. The run gives 0.001433 sq mm as the mapped cell area.

The start point of the worst hold path is done. The number of port buffers is 22, and the DRC violations left is 0. The final reports fail on negative setup slack. Setup repair after global routing could not meet its margin everywhere. Per the skew report, the later register of the worst-skew pair sees a clock latency of 0.33 ns. For hold timing, the worst endpoint is done. The run gives 0.7887 as the routability congestion estimate. The first routing iteration left 113 violations. The run gives 0 as the final count of pins violating max slew. Per the final layout report, the fraction of cells sized above drive strength 1 comes to 47.31%. The tools report the core box area as 0.004474 sq mm.

No sink is reached through more buffers than the 2 on the longest clock path. With the flip-flop and latch count after synthesis at 29, the proportion of netlist area held by the largest area contributor is 36.68%. The final layout reports a setup TNS of -2.481 ns. The tools report the critical register-to-register path startpoint as nb[0]. The logs give 2 for the H-tree level count and 25 for the number of different library cells in the post-synthesis netlist. STA classifies the critical path startpoint as a flop. The classification of the worst setup path is flop to output port. The first detailed-routing pass ran for 7 iterations.
-- kinds of logic (layout without fill, tap and decap cells) --
| family | Yosys count | count (layout) | synth area share, % |
|---|---|---|---|
| simple gates | 32 | 32 | 11.53 |
| flops | 29 | 29 | 51.35 |
| mux | 26 | 26 | 20.44 |
| compound gates | 19 | 19 | 11.09 |
| buf+inv | 10 | 57 | 2.620 |
| fa+ha+maj | 2 | 2 | 1.746 |
| xor+xnor | 2 | 2 | 1.223 |
-- cells in the final DEF (no fill, tap or decap), types with 2 or more instances in the layout --
master                             n
sky130_fd_sc_hd__a211oi_1          4
sky130_fd_sc_hd__a211oi_2          2
sky130_fd_sc_hd__buf_12            4
sky130_fd_sc_hd__buf_4            13
sky130_fd_sc_hd__clkbuf_8          6
sky130_fd_sc_hd__clkdlybuf4s50_1  21
sky130_fd_sc_hd__dfrtp_1          21
sky130_fd_sc_hd__dfstp_2           8
sky130_fd_sc_hd__inv_1             9
sky130_fd_sc_hd__inv_2             2
sky130_fd_sc_hd__mux2_2           25
sky130_fd_sc_hd__nand2_1           9
sky130_fd_sc_hd__nor2_1            3
sky130_fd_sc_hd__nor2_2            3
sky130_fd_sc_hd__nor2_4            3
sky130_fd_sc_hd__nor2b_1           6
sky130_fd_sc_hd__o31ai_1           5
sky130_fd_sc_hd__o31ai_2           3
-- worst max-delay path by stage --
stage                   start    end  slack, ns  cells after the start
final                 treg[7]  sdout      -0.45                      2
after global routing  treg[0]  sdout      -0.50                      2
after CTS             treg[0]  sdout      -0.46                      2
-- cell usage after synthesis --
library cell               instances
sky130_fd_sc_hd__nor3b_1           1
sky130_fd_sc_hd__o31ai_1           8
sky130_fd_sc_hd__o41ai_1           1
sky130_fd_sc_hd__a21o_1            1
sky130_fd_sc_hd__nor2_1            9
sky130_fd_sc_hd__clkbuf_1          5
sky130_fd_sc_hd__a21bo_2           1
sky130_fd_sc_hd__ha_1              2
sky130_fd_sc_hd__dfrtp_1          21
sky130_fd_sc_hd__a22oi_1           1
sky130_fd_sc_hd__xor2_1            1
sky130_fd_sc_hd__nand2_1           9
sky130_fd_sc_hd__nor3b_2           1
sky130_fd_sc_hd__nor2b_1           7
sky130_fd_sc_hd__mux2_2           26
sky130_fd_sc_hd__nor3_1            1
sky130_fd_sc_hd__or3b_2            1
sky130_fd_sc_hd__buf_1             1
sky130_fd_sc_hd__nand2b_1          2
sky130_fd_sc_hd__nand3b_1          1
sky130_fd_sc_hd__a211oi_1          6
sky130_fd_sc_hd__a211oi_4          1
sky130_fd_sc_hd__xnor2_1           1
sky130_fd_sc_hd__inv_1             4
sky130_fd_sc_hd__dfstp_2           8
-- critical path, stage by stage (launching register included) --
cell	delay, ns
sky130_fd_sc_hd__dfstp_2	0.52
sky130_fd_sc_hd__mux2_4	0.13
sky130_fd_sc_hd__buf_2	0.08
-- repair_timing --
action | in CTS | in global routing
pin swaps | 2 | 6
endpoints found under the setup margin | 17 | 17
resized | 15 | 9
buffers inserted | 1 | 1
-- where the power goes --
| part | internal, mW | total [mW] | switching [mW] |
|---|---|---|---|
| sequential | 0.873 | 1.03 | 0.156 |
| combinational | 0.630 | 0.992 | 0.362 |
| clock | 0.290 | 0.534 | 0.244 |
| total | 1.79 | 2.55 | 0.762 |
-- flip-flops by register name, summed over array words and instances, names as in the netlist --
signal and flops:
rdata 8, nb 4, treg 8, done 1, rreg 8
-- layer usage --
layer | share of wire [%] | vias to the layer above | wire length (um) | track usage [%]
met5 | 0 | - | 0 | 0
met4 | 0.58 | 0 | 16 | 2.222
met3 | 5.8 | 2 | 160 | 3.757
met2 | 45 | 28 | 1239 | 18.38
met1 | 49 | 511 | 1365 | 18.89
li1 | - | 519 | - | -
-- cell type report --
class	count	area (sq um)	area share [%]
multi-input combinational	81	743.2	35.98
sequential	29	735.7	35.61
timing repair buffer	39	392.9	19.02
clock buffer	6	82.58	3.998
tap	52	65.06	3.150
clock inverter	9	35.03	1.696
inverter	3	11.26	0.5451
-- through the flow --
stage / power, mW / setup slack, ns / cell area (sq um) / instances / util [%]
floorplan: 1.550 / -0.3541 / 1445 / 120 / -
global placement: 1.936 / -0.5031 / 1861 / 203 / 41.58
detailed placement: 1.966 / -0.5401 / 1861 / 203 / 41.58
CTS: 2.519 / -0.4627 / 2018 / 218 / 45.11
global route: 2.764 / -0.5015 / 2066 / 219 / 46.17
finish: 2.555 / -0.4538 / 2066 / 219 / 46.17
Power figures rest on the tool's default switching activity, not on a simulated workload.
